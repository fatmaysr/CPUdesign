==> /design/flow/design.v <==
module alu(
    input [3:0] islem_in,         
    input [15:0] s1_in, s2_in,    
    output [15:0] s_out,          
    output [3:0] flags            
);
    reg [15:0] sx;                
    reg [16:0] sy;                
    assign s_out = sx;
    assign flags[3] = sx[15];  
    assign flags[2] = (sx == 16'b0);  
    assign flags[1] = ((s1_in[15] == s2_in[15]) && (sx[15] != s1_in[15]) &&
                       (islem_in == 4'b0000 || islem_in == 4'b0001)) ? 1'b1 : 1'b0;  
    assign flags[0] = sy[16];  
    always @(*) begin
        case (islem_in)
            4'b0000: begin  
                sx = s1_in + s2_in;
                sy = {1'b0, s1_in} + {1'b0, s2_in};
            end
            4'b0001: begin  
                sx = s1_in - s2_in;
                sy = {1'b0, s1_in} - {1'b0, s2_in};
            end
            4'b0010: begin  
                sx = s1_in + 1;
                sy = {1'b0, s1_in} + 17'd1;
            end
            4'b0011: begin  
                sx = s1_in - 1;
                sy = {1'b0, s1_in} - 17'd1;
            end
            4'b0100: begin  
                sx = s1_in & s2_in;
                sy = 0;
            end
            4'b0101: begin  
                sx = s1_in | s2_in;
                sy = 0;
            end
            4'b0110: begin  
                sx = s1_in ^ s2_in;
                sy = 0;
            end
            4'b0111: begin  
                sx = ~s1_in;
                sy = 0;
            end
            4'b1000: begin  
                sx = s1_in - s2_in;
                sy = {1'b0, s1_in} - {1'b0, s2_in};
            end
            default: begin
                sx = 16'b0;
                sy = 0;
            end
        endcase
    end
endmodule
==> /design/flow/run.sh <==
#!/bin/bash
# OpenROAD 26Q1-2900-gdf79404cd8, Yosys 0.63+post, stock flow scripts
make -C /OpenROAD-flow-scripts/flow DESIGN_CONFIG=/design/flow/config.mk WORK_HOME=/design/flow/orfs finish
==> /design/flow/config.mk <==
export PLATFORM = sky130hd
export DESIGN_NAME = alu
export DESIGN_NICKNAME = alu
export VERILOG_FILES = /design/flow/design.v
export SDC_FILE = /design/flow/constraint.sdc
export NUM_CORES = 4
export LEC_CHECK = 1
export CORE_UTILIZATION = 30
==> /design/flow/constraint.sdc <==
current_design alu

set clk_period 9.3
set clk_io_pct 0.2

create_clock -name clk0 -period $clk_period

set non_clock_inputs [all_inputs -no_clocks]
set_input_delay [expr $clk_period * $clk_io_pct] -clock clk0 $non_clock_inputs
set_output_delay [expr $clk_period * $clk_io_pct] -clock clk0 [all_outputs]
==> out/notes.md <==
Max-slew check failures listed in the final report amount to 0. After synthesis, the netlist uses 51 different library cells. With the synthesis-to-layout area growth at 26.1%, the clock buffer instance count of the final layout is 0. Max-cap violations in this run came to 0. STA lists the maximum fanout along the critical path as 18. The synthesized area divided by synthesized cell count works out to 6.92 µm². Sequential cells placed in the final layout were counted as 0. Per the finish-stage timing summary, setup violations number 0. The min-delay analysis places its worst path in the category input port to output pin.

The critical path's slowest stage uses the library cell sky130_fd_sc_hd__clkdlybuf4s50_1. The remaining antenna violation count is 0. Buffers placed on the I/O ports in this run total 56.

The run gives 2,542 for the number of global-route vias before repair. Per the final timing report, the hold violations number 0. Per the detailed-route log, wirelength across all metal layers totals 7430 µm. Summed over all nets, the half-perimeter wirelength after detailed placement is 6180 µm.

The tools report the chip area estimate from yosys synthesis as 2580 µm². For the sequential cell area, the log shows 0 µm². The run gives 23 as the largest net degree at the start of global routing. In this run the critical path is formed by clkdlybuf4s50_1 > o21a_1 > or3_1 > buf_4 > a21oi_1 > o21ai_0 > ha_1 > a211oi_2 > nor2_1 > xnor2_1 > o22ai_1 > or4_1 > or4_1 > or4_4 > nor4b_4 > clkdlybuf4s50_1. Buffers inserted during post-CTS setup optimization: 0.

The internal portion of the total power is 0.103 mW. The tools report the area inside the core boundary as 8260 µm². Per the power-grid run, VDD falls by no more than 0.0205 mV. Pin placement for this block handled 56 I/O pins. Setup repair after global routing left no endpoint under its margin. The power report puts the net switching power at 0.104 mW.

After synthesis the cells add up to 2580 µm². The script logs the mean routed wire length per placed instance as 14.1 µm. In this run the horizontal extent of the chip is 94.8 µm.

The yosys stat cell total is 373, and the achievable frequency is 116 MHz. The run gives 0% as the share of power burned in the clock network. The tools report the sequential share of power as 0%. The number of fillers in the final layout is 849, and the initial antenna violation count is 0. The tools report the share of power burned in combinational logic as 100.0%. The layout summary lists the proportion of cells stronger than drive strength 1 as 4.76%.

Worst setup path category: input port to output pin. The run gives 171 as the first-iteration detailed-routing DRC count. The shortest period the worst path allows was 8.59 ns; the critical path arrival was 6.73 ns.

The cell count after synthesis came out at 373. The number of remaining DRC errors is 0. The biggest cell delay along the critical path works out to 0.64 ns. Hold repair after CTS inserted 0 buffers. With the wire length of the first global-routing pass at 12,400 µm, the worst slew slack as a fraction of its limit is 57.5%. The power report puts the leakage power at 1.46 nW. The script computed a power per unit cell area of 63.7 nW/µm². The global routing report lists combined usage of all routing layers as 17.5%. Gates resized during post-CTS repair numbered 0. The flow ran to the end, and the final reports show no timing, DRC or antenna violations.

The OpenROAD report gives the critical path a required time of 7.44 ns. The type of origin of the critical path was an input port. The first-pass detailed-route iteration total was 4. The run gives 8980 µm² as the area of the chip. The worst setup path is captured at an output pin. Per the GRT congestion report, total overflow comes to 0. The routability congestion estimate came out at 0.920. Broken down by cell family, the worst path's largest delay share belongs to simple AND/OR/NAND/NOR gates. After floorplanning, the core was divided into 33 placement rows. The tools report the starting utilization of the core area as 31.3%.

Switching portion of total power: 50.3%. The synthesis warning total was 1; the vertical die dimension was 94.8 µm. In the finished design, the share of the clock period the worst path needs comes to 92.4%.

Warnings raised by the tools during the run amount to 49. Number of buffer and inverter stages on the critical path: 3. Setup total negative slack on the finished layout was measured at 0 ns.

After synthesis, flip-flops and latches occupy 0% of the total area. The routed design shows a via density per instance of 5.28. Overall power consumption after layout is estimated at 0.207 mW. Antenna repair during routing inserted a diode count of 0. The actual slew at the worst max-slew pin is 0.633 ns.

For the via count, the log shows 2,774.
==> cell usage after synthesis (3+ instances only) <==
| cell type | number | area (µm²) |
|---|---|---|
| sky130_fd_sc_hd__mux2i_1 | 20 | 200 |
| sky130_fd_sc_hd__a31oi_1 | 7 | 43.8 |
| sky130_fd_sc_hd__xor2_1 | 5 | 43.8 |
| sky130_fd_sc_hd__mux4_2 | 6 | 135 |
| sky130_fd_sc_hd__o21ai_0 | 16 | 80.1 |
| sky130_fd_sc_hd__ha_1 | 50 | 626 |
| sky130_fd_sc_hd__o21ai_1 | 3 | 15.0 |
| sky130_fd_sc_hd__clkbuf_1 | 12 | 45.0 |
| sky130_fd_sc_hd__o211ai_1 | 9 | 67.6 |
| sky130_fd_sc_hd__nor3b_1 | 3 | 22.5 |
| sky130_fd_sc_hd__o31a_1 | 3 | 26.3 |
| sky130_fd_sc_hd__o21a_1 | 6 | 45.0 |
| sky130_fd_sc_hd__xnor2_1 | 8 | 70.1 |
| sky130_fd_sc_hd__o22ai_1 | 7 | 43.8 |
| sky130_fd_sc_hd__inv_1 | 44 | 165 |
| sky130_fd_sc_hd__and3_1 | 4 | 25.0 |
| sky130_fd_sc_hd__nor2_1 | 40 | 150 |
| sky130_fd_sc_hd__o32ai_1 | 3 | 26.3 |
| sky130_fd_sc_hd__o31ai_1 | 3 | 22.5 |
| sky130_fd_sc_hd__nand3_1 | 11 | 55.1 |
| sky130_fd_sc_hd__or3_1 | 7 | 43.8 |
| sky130_fd_sc_hd__nor3_1 | 17 | 85.1 |
| sky130_fd_sc_hd__nand2_1 | 22 | 82.6 |
| sky130_fd_sc_hd__a21oi_1 | 30 | 150 |
==> final timing paths <==
check / startpoint / endpoint / cells after the start
hold / removal: s1_in[15] / flags[1] / 4
setup / recovery: islem_in[0] / flags[2] / 16
==> area by class of cell <==
class | instances | area (µm²) | share of cell area (%)
inverters | 44 | 165 | 5.07
well taps | 105 | 131 | 4.04
multi-input cells | 311 | 2330 | 71.7
repair buffers | 65 | 623 | 19.1
==> placed cells by master, fill, tap and decap left out, types with 3 or more instances in the layout <==
master / Yosys / routed
sky130_fd_sc_hd__o21a_1: 6 / 6
sky130_fd_sc_hd__nor3_1: 17 / 17
sky130_fd_sc_hd__mux4_2: 6 / 6
sky130_fd_sc_hd__a21oi_1: 30 / 30
sky130_fd_sc_hd__o211ai_1: 9 / 9
sky130_fd_sc_hd__xnor2_1: 8 / 8
sky130_fd_sc_hd__o21ai_1: 3 / 3
sky130_fd_sc_hd__nor2_1: 40 / 40
sky130_fd_sc_hd__or3_1: 7 / 7
sky130_fd_sc_hd__o21ai_0: 16 / 16
sky130_fd_sc_hd__o22ai_1: 7 / 7
sky130_fd_sc_hd__buf_4: 1 / 9
sky130_fd_sc_hd__ha_1: 50 / 50
sky130_fd_sc_hd__nor3b_1: 3 / 3
sky130_fd_sc_hd__and3_1: 4 / 4
sky130_fd_sc_hd__o32ai_1: 3 / 3
sky130_fd_sc_hd__xor2_1: 5 / 5
sky130_fd_sc_hd__mux2i_1: 20 / 20
sky130_fd_sc_hd__nand2_1: 22 / 22
sky130_fd_sc_hd__a31oi_1: 7 / 7
sky130_fd_sc_hd__o31ai_1: 3 / 3
sky130_fd_sc_hd__inv_1: 44 / 44
sky130_fd_sc_hd__clkdlybuf4s50_1: 0 / 55
sky130_fd_sc_hd__nand3_1: 11 / 11
sky130_fd_sc_hd__o31a_1: 3 / 3
==> stage by stage <==
| stage | setup WS (ns) | std cells | utilization, % | area (µm²) | hold slack [ns] |
|---|---|---|---|---|---|
| 6_report | 0.709 | 525 | 39.4 | 3250 | 4.86 |
| 5_1_grt | 0.337 | 525 | 39.4 | 3250 | 4.93 |
| 4_1_cts | 0.713 | 525 | 39.4 | 3250 | 4.86 |
| 3_5_place_dp | 0.722 | 525 | 39.4 | 3250 | 4.86 |
| 3_3_place_gp | 0.708 | 525 | 39.4 | 3250 | 4.87 |
| 2_1_floorplan | 1.32 | 373 | - | 2580 | 3.77 |
==> power by group through the flow <==
stage | clock network, mW | registers (mW) | logic (mW)
finish | 0 | 0 | 0.207
global route | 0 | 0 | 0.233
CTS | 0 | 0 | 0.208
==> per-layer routing <==
| layer | share of wire [%] | global-route usage (%) | routed length, µm | up-vias |
|---|---|---|---|---|
| li1 | - | - | - | 1457 |
| met1 | 50 | 26.2 | 3700 | 1255 |
| met2 | 45 | 28.8 | 3330 | 60 |
| met3 | 5.1 | 1.80 | 382 | 2 |
| met4 | 0.19 | 0.505 | 14 | 0 |
| met5 | 0 | 0 | 0 | - |
==> logic make-up (layout without fill, tap and decap cells) <==
group                    count (synthesis)  count (layout)  synth area share, %
buffers and inverters                   62             109                 9.55
AND/OR/NAND/NOR                        119             119                 22.8
XOR/XNOR                                13              13                 4.41
adder cells (fa/ha/maj)                 51              51                 25.0
multiplexers                            26              26                 13.0
AND-OR/OR-AND                          102             102                 25.3
No activity file was given, so power comes from the tool's default toggle rates.
