$ cat flow/design.v
module register_bank (
    input clk, rst,
    input [3:0] read_sel1, read_sel2, write_sel,
    input write_en,
    input [15:0] write_data,
    output [15:0] read_data1, read_data2,
    output [127:0] regs_out_flat,  
    output [11:0] sp_out, isr_out  
);
    reg [15:0] registers [0:7];  
    reg [11:0] SP;               
    reg [11:0] ISR;              
    integer i;
    always @(posedge clk or posedge rst) begin
        if (rst) begin
            for (i = 0; i < 8; i = i + 1)
                registers[i] <= 16'b0;
            SP <= 12'd0;
            ISR <= 12'd0;
        end else if (write_en) begin
            if (write_sel < 8)
                registers[write_sel] <= write_data;
            else if (write_sel == 8)
                SP <= write_data[11:0];
            else if (write_sel == 9)
                ISR <= write_data[11:0];
        end
    end
    assign read_data1 = (read_sel1 < 8) ? registers[read_sel1] :
                        (read_sel1 == 8) ? {4'd0, SP} :
                        (read_sel1 == 9) ? {4'd0, ISR} :
                        16'd0;
    assign read_data2 = (read_sel2 < 8) ? registers[read_sel2] :
                        (read_sel2 == 8) ? {4'd0, SP} :
                        (read_sel2 == 9) ? {4'd0, ISR} :
                        16'd0;
    genvar j;
    generate
        for (j = 0; j < 8; j = j + 1) begin : flatten
            assign regs_out_flat[j*16 +: 16] = registers[j];
        end
    endgenerate
    assign sp_out = SP;
    assign isr_out = ISR;
endmodule
$ cat flow/run.sh
#!/bin/bash
# OpenROAD 26Q1-2900-gdf79404cd8, Yosys 0.63+post, stock flow scripts
make -C /OpenROAD-flow-scripts/flow DESIGN_CONFIG=/design/flow/config.mk WORK_HOME=/design/flow/orfs finish
$ cat flow/config.mk
export PLATFORM = sky130hd
export DESIGN_NAME = register_bank
export DESIGN_NICKNAME = register_bank
export VERILOG_FILES = /design/flow/design.v
export SDC_FILE = /design/flow/constraint.sdc
export NUM_CORES = 4
export LEC_CHECK = 1
export CORE_UTILIZATION = 40
$ cat flow/constraint.sdc
current_design register_bank

set clk_period 3.3
set clk_io_pct 0.2

create_clock -name clk0 -period $clk_period [get_ports {clk}]

set non_clock_inputs [all_inputs -no_clocks]
set_input_delay [expr $clk_period * $clk_io_pct] -clock clk0 $non_clock_inputs
set_output_delay [expr $clk_period * $clk_io_pct] -clock clk0 [all_outputs]
==> reports/metrics.yaml <==
floorplan:
  coreArea_mm2: 0.0205
  io_pins: 215
  dieHeight_um: 147
  fp_util: 0.413
  dieArea_mm2: 0.0217
  rows: 52
  fp.dieW_um: 147
worst_setup_path:
  crit_path_start: "read_sel2[2]"
  crit_type: "in2out"
  crit_path_max_fanout: 8
  reg2reg_from: "registers[0][11]$_DFFE_PP0P_"
  start_kind: "input port"
  r2r_setup_slack_ns: 2.43
  cp_cell_sequence: "dlygate4sd2_1 -> buf_4 -> nor2_1 -> a22o_1 -> a211oi_1 -> o32ai_1 -> buf_4 -> clkdlybuf4s50_1"
  path_common_cell: "buf_4"
  cp_data_arrival_time_ns: 2.49
  crit_slowest_cell: "clkdlybuf4s50_1"
  max_stage_delay_ns: 0.41
  end_kind: "primary output"
  worst_ep_required_time_ns: 2.64
routing:
  wl_per_cell_um: 24.2
  ant_nets: 0
  first_pass_iters: 5
  route.detailed.drc: 0
  drtIter0Drc: 357
  vias_per_cell: 5.80
  wl_um: 30300
  n_antenna_cell: 0
  num_vias: 7267
sta:
  fmax_mhz: 317
  fin_skew_ns: 0
  holdWs_ns: 0.535
  maxSlewViolCount: 0
  period_needed_ns: 3.15
  setup_viol: 0
  worst_pin_slew_ns: 0.751
  rsz0062_at_grt: "no"
  slew_headroom: 0.498
  hold_viol: 0
  fin_crit_sh: 0.955
yosys:
  ys_area_mm2: 0.00846
  numSynthFlops: 152
  ys_cells: 730
  synth_cell_type_count: 44
  synth_area_mm2: 0.00846
  syn_area_per_cell_um2: 11.6
  ys_warn_count: 2
  edf_count: 0
  synth_cells: 730
  async_flop_share: 1.00
  synth_top_flop_cell: "dfrtp_1"
  ys_seq_share: 0.450
power:
  ir_worst_vdd_uv: 394
  leakage_uw: 0.00512
  p_per_area_mw_per_mm2: 586
  power_uw: 7050
grt:
  antenna_found_initial: 0
  grt_overflow: 0
  grt_first_pass_wirelength_um: 45300
  grtUsageTotal: 0.291
  grt_pass1_vias: 7186
  grt_max_degree: 68
layout:
  drive_gt1_frac: 0.310
  fillers: 1676
  fin_util: 0.587
  area_growth_pct: 42.2
place:
  dp_hpwl_um: 21100
  gp_congestion: 0.937
  port_buffers: 214
min_path:
  hold_path_class: "reg2reg"
  hp-start: "registers[1][2]$_DFFE_PP0P_"
cts:
  clk_pin_slew_ns: 0.07
  cts_tree: "done"
  root_buffer: "clkbuf_16"
  cts_hold_buf: 0
  cts_max_path_buffers: 2
  htree_levels: 4
  insertion_delay_ns: 0.43
  cts_made_buffers: 17
  cts_sinks: 152
outcome:
  status: "finished, final reports clean"
flow_run:
  warnings: 25
  cap_violations: 0
[final timing paths]
path                                                 to  cells past startpoint
min                         registers[1][2]$_DFFE_PP0P_                      1
max                                      read_data2[11]                      8
max reg2reg                registers[0][11]$_DFFE_PP0P_                      1
max in group asynchronous   registers[5][7]$_DFFE_PP0P_                      3
min in group asynchronous  registers[0][14]$_DFFE_PP0P_                      2
min reg2reg                 registers[1][2]$_DFFE_PP0P_                      1
[synth_stat cells, types with 3 or more instances]
master / count / area [µm²]
buf_2: 19 / 95.1
dfrtp_1: 152 / 3800
a221oi_1: 32 / 280
nand2_1: 21 / 78.8
mux2_4: 10 / 150
o21bai_1: 9 / 67.6
nor2b_1: 27 / 169
o32ai_1: 3 / 26.3
clkbuf_1: 24 / 90.1
nand3_1: 3 / 15.0
mux2i_1: 60 / 601
nor3_1: 9 / 45.0
o31ai_1: 12 / 90.1
o2bb2ai_1: 19 / 166
mux2_2: 156 / 1760
nand2b_1: 6 / 37.5
buf_1: 20 / 75.1
o22ai_1: 37 / 231
nor2_1: 38 / 143
a22o_1: 21 / 184
inv_1: 22 / 82.6
[metrics by stage]
stage	instances	setup slack, ns	area [µm²]	setup TNS (ns)
final	1254	0.149	12000	0
after detailed placement	1221	-0.0298	11300	-0.297
after global routing	1254	0.0102	12000	0
after CTS	1253	0.000490	11900	0
after floorplan	730	0.723	8460	0
after global placement	1221	-0.0927	11300	-0.276
[worst max-delay path: cells and delay by family]
family | cells | cell delay [ns]
AND-OR/OR-AND | 3 | 0.58
buffers and inverters | 4 | 1.17
AND/OR/NAND/NOR | 1 | 0.08
[report_power, final]
part	switching (µW)	total, µW	internal (µW)
combinational	640	2140	1500
sequential	535	2830	2300
clock	858	2080	1220
[cell type report]
cell class                 instances  area [µm²]  area share
multi-input combinational        487        4390       0.365
clock buffer                      17         425      0.0354
sequential                       152        3800       0.316
clock inverter                    15         199      0.0165
inverter                          23        90.1     0.00749
timing repair buffer             290        2780       0.231
tap                              270         338      0.0281
[repair_timing]
| item | 4_1_cts | 5_1_grt |
|---|---|---|
| cloned | 0 | 1 |
| setup endpoints to repair | 28 | 19 |
| resized | 4 | 23 |
| pin swaps | 1 | 2 |
| hold endpoints to repair | 0 | 0 |
| setup buffers | 0 | 0 |
[layout by cell type, fill, tap and decap left out, types with 6 or more instances in the layout]
cell type,instances
inv_1,21
o2bb2ai_1,19
a22o_1,21
buf_4,68
nor3_1,9
clkbuf_16,17
dfrtp_1,152
nor2_1,36
o21bai_1,9
nor2b_1,25
inv_6,8
mux2i_1,60
nand2b_1,6
o22ai_1,35
a221oi_2,10
a221oi_1,22
mux2_4,10
nand2_1,21
o31ai_1,12
clkdlybuf4s50_1,208
mux2_2,156
[flip-flops by register name, indices dropped and copies added (netlist names)]
name,cells
ISR,12
registers,128
SP,12
[layer usage]
layer | GRT usage | wire length [µm] | vias to the layer above
met2 | 0.429 | 13600 | 331
met4 | 0.0649 | 741 | 0
met5 | 0 | 0 | -
met1 | 0.441 | 13300 | 3657
li1 | - | - | 3227
met3 | 0.0866 | 2580 | 52
[logic make-up (layout without fill, tap and decap cells)]
logic type	Yosys count	after routing	synth area share
buffers and inverters	91	345	0.0478
and+or+nand+nor	119	119	0.0741
muxes	226	226	0.297
DFF	152	152	0.450
AOI/OAI and AO/OA	142	142	0.132
Power figures rest on the tool's default switching activity, not on a simulated workload.
