==> design/flow/design.v <==
module control_unit(
    input clk,
    input rst,
    input [15:0] IR_Value,
    input [3:0] FLAGS_Value,
    output reg IR_Load, DR_Load, PC_Load, AR_Load, AC_Load,FLAGS_Load,
    output reg AC_Inc, PC_Inc, write_en, DR_Inc,
    output reg [3:0] alu_sel,  
    output reg [2:0] bus_sel,
     output reg [3:0] reg_sel,          
    output reg  reg_write_sel,    
    output reg reg_we           
);
    reg [7:0] current_state, next_state;
    localparam [7:0]
        S_FETCH_0 = 8'd0,
        S_FETCH_1 = 8'd1,
        S_FETCH_2 = 8'd2,
        S_DECODE_3 = 8'd3,
        S_SUBM_4 = 8'd10,
        S_SUBM_5 = 8'd11,
        S_SUBM_6 = 8'd12,
        S_SUBM_7 = 8'd13,
        S_SUBM_8 = 8'd14,
        S_SUBM_9 = 8'd15,
        S_ADDM_4 = 8'd20,
        S_ADDM_5 = 8'd21,
        S_ADDM_6 = 8'd22,
        S_ADDM_7 = 8'd23,
        S_ADDM_8 = 8'd24,
        S_ADDM_9 = 8'd25,
        S_SUBR_4 = 8'd30,
        S_SUBR_5 = 8'd31,
        S_SUBR_6 = 8'd32,
        S_LDAI_4 = 8'd40,
        S_LDAI_5 = 8'd41,
        S_LDAI_6 = 8'd42,
        S_LDAI_7 = 8'd43,
        S_INC_4 = 8'd50,
        S_INC_5 = 8'd51;
 localparam [5:0]
    OPCODE_SUBM = 6'b100011,
    OPCODE_ADDM = 6'b100010,
    OPCODE_SUBR = 6'b000001,
    OPCODE_LDAI = 6'b010010,
    OPCODE_INC  = 6'b010111;
    localparam [3:0]
        ALU_ADD = 4'b0000,
        ALU_SUB = 4'b0001;
    always @(posedge clk) begin
        if (rst==1'b0) begin
           current_state <= S_FETCH_0;
           end
        else begin current_state <= next_state;
    end
    end
    always @(*) begin
        case (current_state)
            S_FETCH_0: next_state = S_FETCH_1;
            S_FETCH_1: next_state = S_FETCH_2;
            S_FETCH_2: next_state = S_DECODE_3;
            S_DECODE_3:
                case (IR_Value[15:10])  
                    OPCODE_SUBM: next_state = S_SUBM_4;
                    OPCODE_ADDM: next_state = S_ADDM_4;
                    OPCODE_SUBR: next_state = S_SUBR_4;
                    OPCODE_LDAI: next_state = S_LDAI_4;
                    OPCODE_INC:  next_state = S_INC_4;
                    default:     next_state = S_FETCH_0;
                endcase
            S_SUBM_4: next_state = S_SUBM_5;
            S_SUBM_5: next_state = S_SUBM_6;
            S_SUBM_6: next_state = S_SUBM_7;
            S_SUBM_7: next_state = S_SUBM_8;
            S_SUBM_8: next_state = S_SUBM_9;
            S_SUBM_9: next_state = S_FETCH_0;
            S_ADDM_4: next_state = S_ADDM_5;
            S_ADDM_5: next_state = S_ADDM_6;
            S_ADDM_6: next_state = S_ADDM_7;
            S_ADDM_7: next_state = S_ADDM_8;
            S_ADDM_8: next_state = S_ADDM_9;
            S_ADDM_9: next_state = S_FETCH_0;
            S_SUBR_4: next_state = S_SUBR_5;
            S_SUBR_5: next_state = S_SUBR_6;
            S_SUBR_6: next_state = S_FETCH_0;
            S_LDAI_4: next_state = S_LDAI_5;
            S_LDAI_5: next_state = S_LDAI_6;
            S_LDAI_6: next_state = S_LDAI_7;
            S_LDAI_7: next_state = S_FETCH_0;
            S_INC_4: next_state = S_INC_5;
            S_INC_5: next_state = S_FETCH_0;
            default: next_state = S_FETCH_0;
        endcase
    end
    always @(*) begin
        IR_Load = 0; DR_Load = 0; PC_Load = 0;
        AR_Load = 0; AC_Load = 0; AC_Inc = 0;
        PC_Inc = 0; write_en = 0;
        alu_sel = 3'b000; bus_sel = 3'b000;
reg_sel = 4'b0000;
        reg_write_sel = 4'b0000;
        reg_we = 0;
        case (current_state)
            S_FETCH_0: begin bus_sel = 3'b011; AR_Load = 1; end
            S_FETCH_1: begin PC_Inc = 1; end
            S_FETCH_2: begin IR_Load = 1; end
            S_DECODE_3: begin end
            S_SUBM_4: begin AR_Load = 1; end  
            S_SUBM_5: begin end  
            S_SUBM_6: begin end
            S_SUBM_7: begin DR_Load = 1; end
            S_SUBM_8: begin AC_Load = 1; alu_sel = 3'b001; end  
            S_ADDM_4: begin AR_Load = 1; end
            S_ADDM_5: begin end
            S_ADDM_6: begin end
            S_ADDM_7: begin DR_Load = 1; end
            S_ADDM_8: begin AC_Load = 1; alu_sel = 3'b000; end  
            S_SUBR_4: begin DR_Load = 1;  
   reg_sel = IR_Value[3:0];
end
            S_SUBR_5: begin AC_Load = 1; alu_sel = 3'b001; end  
            S_LDAI_4: begin AR_Load = 1; bus_sel = 3'b011; end
            S_LDAI_5: begin PC_Inc = 1; end
            S_LDAI_6: begin DR_Load = 1; end
            S_LDAI_7: begin AC_Load = 1; end
            S_INC_4: begin AC_Inc = 1; end
            default: begin
                IR_Load = 1'b0;
                DR_Load = 1'b0;
                PC_Load = 1'b0;
                AR_Load = 1'b0;
                AC_Load = 1'b0;
                AC_Inc = 1'b0;
                PC_Inc = 1'b0;
                write_en = 1'b0;
                DR_Inc = 1'b0;
                alu_sel = 4'b0000;
                bus_sel = 2'b00;
                reg_sel = 4'b0000;
                reg_write_sel = 4'b0000;
                reg_we = 1'b0;
            end
        endcase
    end
endmodule
==> design/flow/run.sh <==
#!/bin/bash
# OpenROAD 26Q1-2900-gdf79404cd8, Yosys 0.63+post, stock flow scripts
make -C /OpenROAD-flow-scripts/flow DESIGN_CONFIG=/design/flow/config.mk WORK_HOME=/design/flow/orfs finish
==> design/flow/config.mk <==
export PLATFORM = sky130hd
export DESIGN_NAME = control_unit
export DESIGN_NICKNAME = control_unit
export VERILOG_FILES = /design/flow/design.v
export SDC_FILE = /design/flow/constraint.sdc
export NUM_CORES = 4
export LEC_CHECK = 1
export CORE_AREA = 10 10 80 80
export DIE_AREA = 0 0 90 90
==> design/flow/constraint.sdc <==
current_design control_unit

set clk_period 1.4
set clk_io_pct 0.2

create_clock -name clk0 -period $clk_period [get_ports {clk}]

set non_clock_inputs [all_inputs -no_clocks]
set_input_delay [expr $clk_period * $clk_io_pct] -clock clk0 $non_clock_inputs
set_output_delay [expr $clk_period * $clk_io_pct] -clock clk0 [all_outputs]
==> impl_table.tex <==
% Generated from flow reports
\begin{tabular}{lr}
\hline
Metric & Value \\
\hline
\multicolumn{2}{l}{\textbf{Status}} \\
\quad Outcome & finished with violations \\
\quad Failing checks & setup timing \\
\multicolumn{2}{l}{\textbf{CTS}} \\
\quad Clock tree sinks & 25 \\
\quad CTS root buf & sky130\_fd\_sc\_hd\_\_clkbuf\_8 \\
\quad Number of levels in the clock H-tree & 1 \\
\quad Number of CTS-inserted buffers & 3 \\
\quad CTS tree & built \\
\quad Insertion delay of the later-clocked pin in the worst-skew pair & 260 ps \\
\quad Maximum root-to-sink buffer count & 2 \\
\quad Clock slew seen by the registers of the worst setup and hold paths & about 80 ps \\
\multicolumn{2}{l}{\textbf{Synthesis}} \\
\quad Gate Count Post-Synth & $\sim$87 \\
\quad Most common flop cell mapped by yosys & sky130\_fd\_sc\_hd\_\_dfxtp\_1 \\
\quad Cell count in the Yosys report & between 80 and 90 \\
\quad Yosys warning total & 2 \\
\quad Number of enable flip-flop cells & 0 \\
\quad Yosys cell types & 20 \\
\quad Share of synthesized cell area in full adder, half adder and majority cells & 0 \\
\quad Xor/xnor share of the synthesized area & 0.009736 \\
\quad Post-Syn Area & approximately 900 um2 \\
\quad Synth logic family & simple AND/OR/NAND/NOR gates \\
\quad Area fraction in mux cells & 0 \\
\quad Ys async rst share & 0 \\
\quad Yosys-reported design area after synthesis & 899.6 um2 \\
\quad Synthesized area per cell & roughly 10 um2 \\
\quad Synth flops & 25 \\
\quad AND-OR/OR-AND share of the synthesized area & 0.01530 \\
\quad Basic Gates by Area & 0.3060 \\
\quad Portion of the post-synthesis area used by sequential elements & 0.5563 \\
\multicolumn{2}{l}{\textbf{Critical path}} \\
\quad Biggest cell delay along the critical path & between 300 and 400 ps \\
\quad Number of buffer and inverter stages on the critical path & 1 \\
\quad Launch point of the worst reg-to-reg path & current\_state[1]\$\_DFF\_P\_ \\
\quad Critical Path Source Type & register \\
\quad Cell with the largest stage delay on the worst path & sky130\_fd\_sc\_hd\_\_or3\_1 \\
\quad Critical Setup Path Class & register to primary output \\
\quad Kind of cell adding the most delay to the critical path & simple AND/OR/NAND/NOR gates \\
\quad Reg-to-reg endpoint & current\_state[0]\$\_DFF\_P\_ \\
\quad Endpoint class of the critical path & primary output \\
\quad Worst setup path start & current\_state[0]\$\_DFF\_P\_ \\
\quad CP Cell Sequence & or2\_1, or3\_1, buf\_2 \\
\quad Endpoint arrival time on the critical path & 1250 ps \\
\quad CP Data Required Time & between 1000 and 1500 ps \\
\quad R2R cell count & 3 \\
\quad Setup slack of the most critical reg-to-reg path & 340 ps \\
\quad Number of cells on the critical path & 3 \\
\quad Highest fanout seen on the critical path & 2 \\
\quad Worst setup endpoint & AR\_Load \\
\multicolumn{2}{l}{\textbf{Power and ir drop}} \\
\quad Post-layout total power & approximately 0.0012 W \\
\quad Standby leakage power & about 0.57 nW \\
\quad Maximum resistive drop on vdd & between 0.0003 and 0.0004 V \\
\quad PwrDens & about 950 nW/um2 \\
\multicolumn{2}{l}{\textbf{Placement}} \\
\quad Final weighted congestion of routability-driven global placement & about 0.8 \\
\quad Pre-CTS WS & -194.1 ps \\
\quad Post-detailed-placement cell area & roughly 1300 um2 \\
\quad HPWL after detailed placement & about 1.5 mm \\
\quad Port buffer count & 24 \\
\multicolumn{2}{l}{\textbf{Route}} \\
\quad Remaining number of nets flagged by the antenna check after routing & 0 \\
\quad Antenna diode count & 0 \\
\quad Starting DRT DRC Count & 6 \\
\quad Detailed Route WL & about 1.8 mm \\
\quad DRC & 0 \\
\quad Number of iterations in the first detailed-routing pass & 2 \\
\quad Vias after detailed routing & between 600 and 700 \\
\quad Final routed wire length divided by cell count & approximately 9.5 um \\
\quad Vias per cell & around 3.2 \\
\multicolumn{2}{l}{\textbf{Floorplan}} \\
\quad FP Util & 0.1905 \\
\quad Die Height & roughly 90 um \\
\quad Total core area & 4723 um2 \\
\quad Number of ports placed on the die boundary & around 45 \\
\quad Floorplan row count & 25 \\
\quad Die boundary width & 90 um \\
\quad DIE AREA & slightly above 8000 um2 \\
\multicolumn{2}{l}{\textbf{Finish}} \\
\quad Number of flip-flops in the largest register & 25 \\
\quad Biggest registers after layout & current\_state x25 \\
\quad Layout overhead on the synthesized area & 44.51\% \\
\quad Proportion of layout cells with a drive suffix above 1 & 0.2619 \\
\quad Register bank with the most flops & current\_state \\
\quad Final instance area & approximately 1300 um2 \\
\multicolumn{2}{l}{\textbf{Min path}} \\
\quad Min-Delay Path Class & register to register \\
\multicolumn{2}{l}{\textbf{STA}} \\
\quad Unrepaired setup endpoints after global routing & yes \\
\quad Fin. Hold Viols & 0 \\
\quad Final critical-path required period & between 1500 and 2000 ps \\
\quad Slew Viols, Final & 0 \\
\quad Clock Skew & between 5 and 6 ps \\
\quad Portion of the clock cycle consumed by the worst path in the final layout & 1.095 \\
\quad Final setup violating endpoints & 5 \\
\quad Worst setup slack after layout & -133.4 ps \\
\quad Achievable frequency & around 650 MHz \\
\multicolumn{2}{l}{\textbf{Job}} \\
\quad Max capacitance violation total & 0 \\
\quad OpenROAD warning count & 37 \\
\multicolumn{2}{l}{\textbf{Global route}} \\
\quad Via count of the first global-routing pass & 603 \\
\quad Antenna violations before repair & 0 \\
\quad Total global routing track utilization & 0.04400 \\
\quad Global-route wire length before repair & approximately 3 mm \\
\quad Largest net degree at the start of global routing & 15 \\
\quad Leftover overflow at the end of global routing & 0 \\
\hline
\end{tabular}
[Yosys cell counts (all sizes together), types with 2 or more instances]
library cell | instances | area, um2
and2 | 23 | 143.9
nand3b | 2 | 15.01
nand2 | 2 | 7.510
or3 | 3 | 18.77
clkbuf | 2 | 7.510
nor3 | 3 | 15.01
buf | 11 | 82.58
or2 | 4 | 25.02
dfxtp | 25 | 500.5
nor4 | 2 | 12.51
[metrics by stage]
step	hold WS, ps	utilization	std cells	TNS [ps]
2_1_floorplan	358.1	-	96	0
3_3_place_gp	414.3	0.2662	186	-1404
3_5_place_dp	416.9	0.2662	186	-1394
4_1_cts	439.7	0.2731	191	-443.8
5_1_grt	451.0	0.2752	193	-762.5
6_report	436.3	0.2752	193	-451.0
[worst reg2reg max path, delay by kind of cell (launching register included)]
family	cells	cell delay, ps
AOI/OAI and AO/OA	1	70
DFF	1	300
and+or+nand+nor	2	590
[per-layer routing]
metal,vias up,part of all wire,global-route usage
met2,16,0.47,0.06901
met3,0,0.074,0.02263
met5,-,0,0
met1,266,0.45,0.05605
met4,0,0,0.001326
li1,337,-,-
[power breakdown]
group / switching, W / internal [W] / total [W]
Sequential: 0.00000239 / 0.000717 / 0.000719
Clock: 0.000213 / 0.000199 / 0.000412
Combinational: 0.0000331 / 0.0000666 / 0.0000997
[cell families after synthesis]
family          count (synthesis)
compound gates                  2
other cells                     1
xor+xnor                        1
simple gates                   43
flops                          25
buf+inv                        15
[timing repair]
action	4_1_cts	5_1_grt
hold endpoints to repair	0	0
setup endpoints to repair	11	7
pin swaps	4	2
resized	27	11
hold buffers	0	0
setup buffers	1	2
[layout by cell type, fill, tap and decap left out]
cell type	instances
sky130_fd_sc_hd__dfxtp_1	23
sky130_fd_sc_hd__and2_1	22
sky130_fd_sc_hd__clkdlybuf4s50_1	13
sky130_fd_sc_hd__buf_4	12
sky130_fd_sc_hd__conb_1	10
sky130_fd_sc_hd__buf_2	5
sky130_fd_sc_hd__or2_1	4
sky130_fd_sc_hd__clkbuf_2	4
sky130_fd_sc_hd__or3_1	3
sky130_fd_sc_hd__nor3_1	3
sky130_fd_sc_hd__clkbuf_8	3
sky130_fd_sc_hd__buf_6	3
sky130_fd_sc_hd__nand3b_1	2
sky130_fd_sc_hd__nand2_1	2
sky130_fd_sc_hd__nor4_1	2
sky130_fd_sc_hd__dfxtp_2	2
sky130_fd_sc_hd__nand4bb_2	1
sky130_fd_sc_hd__clkinv_1	1
sky130_fd_sc_hd__nor2_1	1
sky130_fd_sc_hd__xor2_1	1
sky130_fd_sc_hd__o32ai_1	1
sky130_fd_sc_hd__and4b_1	1
sky130_fd_sc_hd__o21ai_1	1
sky130_fd_sc_hd__or4_4	1
sky130_fd_sc_hd__inv_1	1
sky130_fd_sc_hd__and2_4	1
sky130_fd_sc_hd__clkinv_2	1
sky130_fd_sc_hd__dlygate4sd2_1	1
sky130_fd_sc_hd__clkdlybuf4s15_1	1
[how the worst min path moves through the flow]
stage	slack (ps)	from	to	depth (start not counted)
6_report	440	current_state[16]$_DFF_P_	current_state[10]$_DFF_P_	1
5_1_grt	450	current_state[20]$_DFF_P_	current_state[5]$_DFF_P_	1
4_1_cts	440	current_state[5]$_DFF_P_	current_state[17]$_DFF_P_	1
[final cells by class]
type                       instances  area (um2)
clock buffer                       3       41.29
clock inverter                     1       5.005
fill                             496        3423
inverter                           2       7.507
multi-input combinational         56       341.6
sequential                        25       503.0
tap                               67       83.83
timing repair buffer              39       317.8
No activity file was given, so power comes from the tool's default toggle rates.
